[/design/flow/config.mk]
export PLATFORM = sky130hd
export DESIGN_NAME = basysdecoder
export DESIGN_NICKNAME = basysdecoder
export VERILOG_FILES = /design/flow/design.v
export SDC_FILE = /design/flow/constraint.sdc
export NUM_CORES = 4
export LEC_CHECK = 1
export CORE_AREA = 10 10 70 70
export DIE_AREA = 0 0 80 80
[/design/flow/design.v]
`timescale 1ns / 1ps
module basysdecoder (
    output reg [6:0] out0,        
    output reg [3:0] enable,      
    input wire internal_clk,               
    input wire real_clk,         
    input wire [15:0] ResultW,
    input wire [7:0] PC
);
    reg [1:0] state;             
    reg [3:0] digito;            
    parameter S0 = 2'b00;       
    parameter S1 = 2'b01;       
    parameter S2 = 2'b10;       
    parameter S3 = 2'b11;       
    always @(posedge internal_clk) begin
        begin  
            case (state)
                S0: begin 
                    state <= S1;
                    enable <= 4'b1110;
                end
                S1: begin 
                    state <= S2;
                    enable <= 4'b1101;
                end
                S2: begin 
                    state <= S3;
                    enable <= 4'b1011;
                end
                S3: begin 
                    state <= S0;
                    enable <= 4'b0111;
                end 
            endcase
        end
    end
    always @(*) begin
        case (state)
            S1: digito = ResultW[3:0];    
            S2: digito = ResultW[7:4];    
            S3: digito = PC[3:0];   
            S0: digito = PC[7:4];  
            default: digito = 4'b0000;
        endcase
    end
    always @(*) begin
        case (digito)
            4'b0000: out0 = 7'b0000001;  
            4'b0001: out0 = 7'b1001111;  
            4'b0010: out0 = 7'b0010010;  
            4'b0011: out0 = 7'b0000110;  
            4'b0100: out0 = 7'b1001100;  
            4'b0101: out0 = 7'b0100100;  
            4'b0110: out0 = 7'b0100000;  
            4'b0111: out0 = 7'b0001111;  
            4'b1000: out0 = 7'b0000000;  
            4'b1001: out0 = 7'b0001100;  
            4'b1010: out0 = 7'b0001000;  
            4'b1011: out0 = 7'b1100000;  
            4'b1100: out0 = 7'b0110001;  
            4'b1101: out0 = 7'b1000010;  
            4'b1110: out0 = 7'b0110000;  
            4'b1111: out0 = 7'b0111000;  
            default: out0 = 7'b1111111; 
        endcase
    end
endmodule
[/design/flow/run.sh]
#!/bin/bash
# OpenROAD 26Q1-2900-gdf79404cd8, Yosys 0.63+post, stock flow scripts
make -C /OpenROAD-flow-scripts/flow DESIGN_CONFIG=/design/flow/config.mk WORK_HOME=/design/flow/orfs finish
[/design/flow/constraint.sdc]
current_design basysdecoder

set clk_period 4.4
set clk_io_pct 0.2

create_clock -name clk0 -period $clk_period [get_ports {internal_clk}]

set non_clock_inputs [all_inputs -no_clocks]
set_input_delay [expr $clk_period * $clk_io_pct] -clock clk0 $non_clock_inputs
set_output_delay [expr $clk_period * $clk_io_pct] -clock clk0 [all_outputs]
==> flow_summary.ini <==
; synthesis and place-and-route metrics
[run_status]
status = complete, no violations

[detailed_routing]
drt_pass1_iterations = 5
dr_total_vias = 544
wl_per_cell_um = 11.1
antennaDiodeCount = 0
wl_met3_um = 101
drcViolationCount = 0
wl_met2_um = 817
via_per_inst = 3.83
drt_iter0_markers = 71
ant_nets = 0
highest_layer = met4
wl_met1_um = 635
finalWirelength_um = 1570

[synthesis]
synthTopLogicFamily = adder cells
ff_type = dfxtp_1
synthTopCellsByCount = 14 x inv_1, 12 x ha_1, 11 x mux2i_1, 6 x dfxtp_1
yosysTopAreaCell = ha_1
postSynthCellCount = 67
ys_cells = 67
synthArstFlopShare_pct = 0
aoi_share_pct = 12.6
most_common_cell = inv_1
ys.warnings.count = 1
ys_seq_share_pct = 19.6
top_area_share_pct = 24.4
yosys.area_share.simple_pct = 6.72
area_leaders = ha_1 24%, dfxtp_1 20%, mux2i_1 18%, inv_1 8.6%, a222oi_1 6.5%
xor_share_pct = 1.43
synth_flops = 6
synth-edff-count = 0
mux_share_pct = 21.6
synth_area_um2 = 614
ys_chip_area_um2 = 614
synth_cell_types = 18
adder_share_pct = 24.4
syn_avg_cell_area_um2 = 9.17

[setup_path]
slowest_stage = clkdlybuf4s50_1
r2r_start = state[0]
critPathRequiredTime_ns = 3.52
start_kind = primary input
critical_path.startpoint = PC[5]
r2r-end = state[0]
cp_num_buf_inv = 3
crit_chain = clkdlybuf4s50_1, a222oi_1, mux2i_1, inv_1, ha_1, mux2i_1, o22ai_1, clkdlybuf4s50_1
criticalPathCategory = primary input to output pin
cp-end-kind = output pin
endpoint = out0[1]
max_stage_delay_ns = 0.50
ff2ff_setup_slack_ns = 3.42
worstPathMaxFanout = 5
critical_path_depth = 8
reg2regPathDepth = 4
crit_family = buffers and inverters
arrival_ns = 3.06

[floorplan]
chip_area_um2 = 6400
die_x_um = 80
rows = 21
coreArea_um2 = 3420
floorplan.core_util_pct = 18.0
die_h_um = 80
io_pins = 37

[finish]
final_util_pct = 28.0
n_fill_cell = 363
drive_gt1_share_pct = 8.33
layout.area.seq_um2 = 120
area_delta_synth_final_pct = 55.6
comb_area_um2 = 410

[clock_network]
htree_levels = 1
clk_path_buf_depth = 2
cts_tree = done
cts_buffers = 3
clock_latency_ns = 0.24
postCtsSetupBuffers = 0
ctsResizeCount = 0
cts.clk_slew.worst_paths_ns = 0.05
cts_sinks = 6
cts-root-buf = clkbuf_4
ctsHoldBuffers = 0

[sta]
rsz0062_at_grt = no
finClkSkew_ns = 0.0108
hold_slack_ns = 0.589
maxSlewViolCount = 0
finalCritPeriodShare_pct = 89.5
tightest_slew_ns = 0.593
fin_crit_ns = 3.94
finalSetupViolCount = 0
timing.fmax_ghz = 0.254
tns_ns = 0
maxSlewHeadroom_pct = 59.3
final-hold-violation-count = 0

[global_routing]
grt-ovfl-total = 0
grt_max_degree = 13
antenna_found_initial = 0
grt_pass1_wl_um = 2680
track_usage_pct = 5.05
grt_pass1_vias = 576

[placed_design]
gp_congestion = 0.797
dpl.hpwl_um = 1370
port_buffers = 27

[job]
max-cap-violations = 0
tool_warnings = 43

[hold_path]
worstHoldPathType = flop to flop

[pwr]
power_density_nw_per_um2 = 125
leakage_nw = 0.375
ir_drop_mv = 0.0778
==> layout make-up <==
| type | instances | area share [%] |
|---|---|---|
| multi-input combinational | 42 | 42.9 |
| timing repair buffer | 29 | 29.8 |
| sequential | 6 | 12.6 |
| inverter | 16 | 6.28 |
| tap | 46 | 6.02 |
| clock buffer | 3 | 2.36 |
==> flip-flops by register name, summed over array words and instances, names as in the netlist <==
signal / count
enable: 4
state: 2
==> per-layer routing <==
metal	up-vias	track usage, %
li1	288	-
met1	240	6.07
met2	14	8.91
met3	2	1.36
met4	0	0.704
met5	-	0
==> power by group <==
part	internal, W	leakage [nW]	total, W	switching (W)
sequential	0.0000545	0.0483	0.0000545	0
clock	0.0000308	0.0138	0.0000496	0.0000188
combinational	0.0000126	0.313	0.0000150	0.00000238
total	0.0000980	0.375	0.000119	0.0000212
==> how the worst min path moves through the flow <==
stage            start   endpoint  slack, ns  cells past startpoint
global route  state[0]  enable[1]       0.63                      2
CTS           state[0]  enable[1]       0.59                      2
finish        state[0]  enable[1]       0.59                      2
==> worst reg2reg max path, delay by kind of cell (launching register included) <==
family,cells,cell delay [ns]
AND/OR/NAND/NOR,1,0.05
flip-flops,1,0.37
adder cells (fa/ha/maj),1,0.27
buffers and inverters,2,0.19
==> through the flow <==
step | instance area, um^2 | setup WS (ns) | std cells | power (W)
after floorplan | 614 | 1.54 | 67 | 0.0000564
after global placement | 933 | 0.425 | 139 | 0.0000706
after detailed placement | 933 | 0.419 | 139 | 0.0000705
after CTS | 956 | 0.398 | 142 | 0.000122
after global routing | 956 | 0.212 | 142 | 0.000129
final | 956 | 0.460 | 142 | 0.000119
==> cell usage in the layout, fill, tap and decap left out, types with 3 or more instances in the layout <==
cell	instances
inv_1	14
a222oi_1	4
clkbuf_4	3
o22ai_1	4
dfxtp_1	6
ha_1	12
nand2_1	4
clkdlybuf4s50_1	27
mux2i_1	11
==> kinds of logic after synthesis <==
kind of cell	Yosys count
DFF	6
and+or+nand+nor	7
adders and majority gates	12
AOI/OAI and AO/OA	9
muxes	13
xor gates and xnor gates	1
buffers and inverters	19
No activity file was given, so power comes from the tool's default toggle rates.
