`design/flow/design.v`:
```
module branchPredictorFSM(
    input clk,
    input reset,
    input BranchTakenE,
    output PredictTaken
);
    reg [1:0] state, nextstate;
    parameter SNT = 2'b00; 
    parameter WNT = 2'b01; 
    parameter WT  = 2'b10; 
    parameter ST  = 2'b11; 
    always @(posedge clk or posedge reset) begin
        if (reset)
            state <= SNT; 
        else
            state <= nextstate;
    end
    always @(*) begin
        case (state)
            SNT: nextstate = BranchTakenE ? WNT : SNT; 
            WNT: nextstate = BranchTakenE ? WT : SNT;  
            WT:  nextstate = BranchTakenE ? ST : WNT; 
            ST:  nextstate = BranchTakenE ? ST : WT;  
            default: nextstate = SNT; 
        endcase
    end
    assign PredictTaken = (state == WT) || (state == ST);
endmodule
```
`design/flow/constraint.sdc`:
```
current_design branchPredictorFSM

set clk_period 1.2
set clk_io_pct 0.2

create_clock -name clk0 -period $clk_period [get_ports {clk}]

set non_clock_inputs [all_inputs -no_clocks]
set_input_delay [expr $clk_period * $clk_io_pct] -clock clk0 $non_clock_inputs
set_output_delay [expr $clk_period * $clk_io_pct] -clock clk0 [all_outputs]
```
`design/flow/config.mk`:
```
export PLATFORM = sky130hd
export DESIGN_NAME = branchPredictorFSM
export DESIGN_NICKNAME = branchPredictorFSM
export VERILOG_FILES = /design/flow/design.v
export SDC_FILE = /design/flow/constraint.sdc
export NUM_CORES = 4
export LEC_CHECK = 1
export CORE_AREA = 10 10 70 70
export DIE_AREA = 0 0 80 80
```
`design/flow/run.sh`:
```
#!/bin/bash
# OpenROAD 26Q1-2900-gdf79404cd8, Yosys 0.63+post, stock flow scripts
make -C /OpenROAD-flow-scripts/flow DESIGN_CONFIG=/design/flow/config.mk WORK_HOME=/design/flow/orfs finish
```
==> flow_metrics.env <==
# physical design summary
export IMPL_post_route_util_pct=8.53
export IMPL_slew_violations=0
export IMPL_grt_pass1_vias=122
export IMPL_use_met2_pct=1.52
export IMPL_cp_max_fo=2
export IMPL_portBuffers=3
export IMPL_rsz0062_at_grt="yes"
export IMPL_num_rows=21
export IMPL_synth_cells=10
export IMPL_track_usage_pct=1.07
export IMPL_first_pass_iters=2
export IMPL_fmax_ghz=0.839
export IMPL_top_regs="state x4"
export IMPL_chip_area_mm2=0.00640
export IMPL_ant_nets=0
export IMPL_busiest_layer="met2"
export IMPL_max_vdd_ir_drop_v=0.000155
export IMPL_overflow=0
export IMPL_drt_vias_per_instance=1.71
export IMPL_reg2reg_depth=3
export IMPL_diodes=0
export IMPL_cts_root_buf="clkbuf_4"
export IMPL_stdcell_count=66
export IMPL_drtIter0Drc=2
export IMPL_fp_utilization_pct=4.43
export IMPL_outcome="finished clean"
export IMPL_ys_cells=10
export IMPL_synth_area_um2=151
export IMPL_cp_slowest_cell="dfrtp_1"
export IMPL_setup_viol=0
export IMPL_seq_area_frac_synth_pct=66.9
export IMPL_drc=0
export IMPL_warnings=27
export IMPL_cap_violations=0
export IMPL_via_count=113
export IMPL_place_area_um2=254
export IMPL_area_delta_synth_final_pct=92.6
export IMPL_required_ps=960
export IMPL_reg2reg_slack_ps=220
export IMPL_endpoint="PredictTaken"
export IMPL_slew_limit_headroom_pct=89.7
export IMPL_fin_skew_ps=8.26
export IMPL_finalSetupTns_ps=0
export IMPL_timing_rr_end="state[1]$_DFF_PP0_"
export IMPL_cts_sinks=4
export IMPL_die_w_um=80
export IMPL_use_met3_pct=1.36
export IMPL_largest_reg_flops=4
export IMPL_fill_cells=405
export IMPL_yosysChipArea_um2=151
export IMPL_die_h_um=80
export IMPL_worstSetupStartpointType="register"
export IMPL_hold_viol_final=0
export IMPL_cts_htree_levels=1
export IMPL_startpoint="state[3]$_DFF_PP0_"
export IMPL_cp_depth=2
export IMPL_fp_coreArea_mm2=0.00342
export IMPL_drive_above_1_share_pct=60.0
export IMPL_regMostFlops="state"
export IMPL_crit_buf_inv=1
export IMPL_reg2reg_from="state[3]$_DFF_PP0_"
export IMPL_cp_cell_sequence="or2_4 > buf_6"
export IMPL_yosys_warnings=1
export IMPL_final_area_um2=292
export IMPL_cp_arrival_ps=950
export IMPL_critPathMaxStageDelay_ps=370
export IMPL_avgSynthCellArea_um2=15.1
export IMPL_holdWs_ps=182
export IMPL_clkTransAtPathRegs_ps=40
export IMPL_critPathKind="register to output port"
export IMPL_clockBufferDepth=2
export IMPL_grt_start_max_net_pins=5
export IMPL_grt_antenna_before_repair=0
export IMPL_min_path_type="input pin to async pin"
export IMPL_path_delay_family="flip-flops"
export IMPL_met1_usage_pct=0.736
export IMPL_power_density_mw_per_mm2=1120
export IMPL_grt_pass1_wl_um=503
export IMPL_leakage_nw=0.125
export IMPL_ios=4
export IMPL_routed_wl_um=308
export IMPL_fin_crit_ps=1190
export IMPL_end_kind="output port"
export IMPL_worst_pin_slew_ps=154
export IMPL_cts_buffers=3
export IMPL_synth_distinct_cells=7
export IMPL_synth_flop_count=4
export IMPL_clk_latency_ps=230
export IMPL_wl_per_cell_um=4.67
export IMPL_finalCritPeriodShare_pct=99.3
export IMPL_cts_tree="done"
export IMPL_place_inst=61
export IMPL_gp_congestion=0.593
worst reg2reg max path, stage by stage, from the launching register on:
cell and delay, ps:
dfrtp_1 370, buf_4 130, buf_4 120, mux2_2 250
layer usage:
metal,up-vias,part of all wire (%)
li1,52,-
met1,59,38
met2,2,49
met3,0,12
met4,0,0
met5,-,0
placed cells by master (no fill, tap or decap):
master           instances
clkbuf_4                 3
o21ba_2                  1
or2_4                    1
clkbuf_1                 1
clkdlybuf4s50_1          2
dfstp_2                  1
buf_4                    3
o21a_1                   1
inv_1                    1
mux2_2                   2
buf_6                    1
dfrtp_1                  3
area by class of cell:
class / instances / area (µm²) / area share (%)
sequential: 4 / 101 / 34.8
tap: 46 / 57.6 / 19.7
clock buffer: 4 / 26.3 / 9.01
timing repair buffer: 6 / 53.8 / 18.5
inverter: 1 / 3.75 / 1.29
multi-input combinational: 5 / 48.8 / 16.7
report_power, final:
part	leakage, nW	switching (mW)	internal (mW)	total (mW)
clock network	0.0150	0.0533	0.125	0.178
logic	0.0574	0.00455	0.00747	0.0120
registers	0.0522	0	0.136	0.136
cells in the mapped netlist:
cell | count | area [µm²]
dfrtp_1 | 3 | 75.1
dfstp_2 | 1 | 26.3
inv_1 | 1 | 3.75
mux2_2 | 2 | 22.5
o21a_1 | 1 | 7.51
o21ba_2 | 1 | 10.0
or2_2 | 1 | 6.26
through the flow:
stage / setup slack, ps / power (mW)
CTS: -9.10 / 0.338
detailed placement: -104 / 0.150
global route: -32.3 / 0.352
floorplan: 339 / 0.141
finish: 8.46 / 0.326
global placement: -103 / 0.150
worst min path at each step:
| stage | slack [ps] | depth (start not counted) | to |
|---|---|---|---|
| after CTS | 180 | 2 | state[1]$_DFF_PP0_ |
| final | 180 | 2 | state[1]$_DFF_PP0_ |
| after global routing | 180 | 2 | state[1]$_DFF_PP0_ |
timing repair:
item / 4_1_cts / 5_1_grt
gates cloned: 0 / 0
endpoints found under the setup margin: 1 / 1
setup buffers: 0 / 1
hold buffers: 0 / 0
resized: 4 / 1
endpoints found under the hold margin: 0 / 0
cells by family after synthesis:
| family | Yosys count | share of synthesized area, % |
|---|---|---|
| multiplexers | 2 | 14.9 |
| flip-flops | 4 | 66.9 |
| AND-OR/OR-AND | 2 | 11.6 |
| buffers and inverters | 1 | 2.48 |
| AND/OR/NAND/NOR | 1 | 4.13 |
No activity file was given, so power comes from the tool's default toggle rates.
