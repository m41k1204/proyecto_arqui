File: flow/design.v
`timescale 1ps/1ps
module hazardunit(
    input wire reset,
    input wire clk,
    input wire RegWriteW, 
    input wire RegWriteM,
    input wire RegWrite2W, 
    input wire RegWrite2M,
    input wire MemToRegE,  
    input wire Match_1E_M,
    input wire Match_1E_W,
    input wire Match_1E_M0,
	input wire Match_1E_W0,
	input wire Match_2E_M,
    input wire Match_2E_W,
	input wire Match_2E_M0,
	input wire Match_2E_W0,
	input wire Match_3E_M,
    input wire Match_3E_W,
	input wire Match_3E_M0,
	input wire Match_3E_W0,
	input wire Match_0E_M,
    input wire Match_0E_W,
	input wire Match_0E_M0,
	input wire Match_0E_W0,
    input wire Match_12D_E,
    input wire PCSrcD,
    input wire PCSrcE,
    input wire PCSrcM,
    input wire PCSrcW,
    input wire BranchTakenE,
    output reg [2:0] ForwardAE,
    output reg [2:0] ForwardBE,
    output reg [2:0] ForwardCE,
    output reg [2:0] ForwardDE,
    output wire StallF,
    output wire StallD,
    output wire FlushE,
    output wire FlushD,
    output wire ForwardA,
    output wire ForwardB
);
wire LDRstall;
wire PCWrPendingF;
assign PCWrPendingF = PCSrcD + PCSrcE + PCSrcM;
assign LDRstall = Match_12D_E & MemToRegE;
assign StallF = reset ? 1'b0 : ~(LDRstall || PCWrPendingF);
assign StallD = reset ? 1'b0 : ~LDRstall;
assign FlushE = reset ? 1'b0 : (LDRstall || BranchTakenE);
assign FlushD = reset ? 1'b0 : (PCWrPendingF || PCSrcW || BranchTakenE);
assign ForwardA = (ForwardAE[0] || ForwardAE[1] || ForwardAE[2]);
assign ForwardB = (ForwardBE[0] || ForwardAE[1] || ForwardAE[2]);
always @(*) begin
    if (Match_1E_M & RegWriteM)         
        ForwardAE = 3'b010;
    else if (Match_1E_W & RegWriteW)    
        ForwardAE = 3'b001;
    else if (Match_1E_M0 & RegWrite2M)    
        ForwardAE = 3'b011;
    else if (Match_1E_W0 & RegWrite2W)    
        ForwardAE = 3'b100;
    else                                
        ForwardAE = 3'b000;
    if (Match_2E_M & RegWriteM)         
        ForwardBE = 3'b010;
    else if (Match_2E_W & RegWriteW)    
        ForwardBE = 3'b001;
    else if (Match_2E_M0 & RegWrite2M)    
        ForwardBE = 3'b011;
    else if (Match_2E_W0 & RegWrite2W)    
        ForwardBE = 3'b100;
    else                                
        ForwardBE = 3'b000;
    if (Match_3E_M & RegWriteM)         
        ForwardDE = 3'b010;
    else if (Match_3E_W & RegWriteW)    
        ForwardDE = 3'b001;
    else if (Match_3E_M0 & RegWrite2M)    
        ForwardDE = 3'b011;
    else if (Match_3E_W0 & RegWrite2W)    
        ForwardDE = 3'b100;
    else                                
        ForwardDE = 3'b000;
    if (Match_0E_M & RegWriteM)         
        ForwardCE = 3'b010;
    else if (Match_0E_W & RegWriteW)    
        ForwardCE = 3'b001;
    else if (Match_0E_M0 & RegWrite2M)    
        ForwardCE = 3'b011;
    else if (Match_0E_W0 & RegWrite2W)    
        ForwardCE = 3'b100;
    else                                
        ForwardCE = 3'b000;
end
endmodule
File: flow/run.sh
#!/bin/bash
# OpenROAD 26Q1-2900-gdf79404cd8, Yosys 0.63+post, stock flow scripts
make -C /OpenROAD-flow-scripts/flow DESIGN_CONFIG=/design/flow/config.mk WORK_HOME=/design/flow/orfs finish
File: flow/config.mk
export PLATFORM = sky130hd
export DESIGN_NAME = hazardunit
export DESIGN_NICKNAME = hazardunit
export VERILOG_FILES = /design/flow/design.v
export SDC_FILE = /design/flow/constraint.sdc
export NUM_CORES = 4
export LEC_CHECK = 1
export CORE_AREA = 10 10 70 70
export DIE_AREA = 0 0 80 80
File: flow/constraint.sdc
current_design hazardunit

set clk_period 1.2
set clk_io_pct 0.2

create_clock -name clk0 -period $clk_period

set non_clock_inputs [all_inputs -no_clocks]
set_input_delay [expr $clk_period * $clk_io_pct] -clock clk0 $non_clock_inputs
set_output_delay [expr $clk_period * $clk_io_pct] -clock clk0 [all_outputs]
==> deck_impl_summary.md <==
Synthesis and Place & Route Summary

Worst setup path
  – CP Launch Type: input pin
  – Worst EP arrival: 960 ps
  – Worst-path fanout max: 2
  – Data required, critical path: 960 ps
  – Worst Setup End Kind: primary output
  – Crit Path Class: input pin to primary output

Place
  – Gpl congestion: 0.820
  – Detailed Place HPWL: 1.42 mm
  – DP Area: 763 um2
  – # port buffers: 46

Timing
  – F_max: 830 MHz
  – Crit path time final: 1200 ps
  – Final setup vio count: 1
  – Final period utilization: 1.00
  – Final Max Tran Viols: 0
  – RSZ-0062 raised after global routing: yes
  – Final Hold Fails: 0
  – Setup_tns: -4.82 ps
  – Rel. slew slack: 0.867
  – Least-Margin Pin Slew: 200 ps
  – Final worst slack: -4.82 ps

Die
  – Chip area: 6400 um2
  – Core ar.: 3420 um2
  – Die Ht: 80 um
  – I/O Pins: 47
  – Row cnt: 21
  – Init Core Util: 0.0718
  – Die Width: 80 um

Finish
  – Post-route cell area: 890 um2
  – Flop count: 0
  – Area growth syn-to-layout: 263%
  – Layout fillers: 378
  – Register area: 0 um2
  – Commonest Layout Cell: dlygate4sd2_1
  – Logic area: 292 um2
  – Most frequent cells in the layout: dlygate4sd2_1 (13), buf_2 (12), nand2_1 (9)
  – Share of cells above drive strength 1: 0.535
  – Core Util, Final: 0.260
  – CLK BUF: 0

Power and ir drop
  – Max VDD drop: 0.129 mV
  – P_leak: 0.451 nW
  – PD cells: 322 nW/um2
  – Tot Pwr: 0.000286 W

Yosys
  – Mean Syn Cell Area: 5.57 um2
  – Synthesized area: 245 um2
  – Register share after synthesis: 0
  – Ys Warns: 1
  – Netlist cell types: 14
  – Yosys chip area: 245 um2
  – Mapped Cells: 44
  – # Cells Yosys: 44

Drt
  – DR WL/cell: 12.2 um
  – DRC: 0
  – Routed Antenna Nets: 0
  – Total iterations of the first detailed-routing run: 1
  – Vias/cell: 3.77
  – # diodes: 0
  – Routed WL: 1.77 mm
  – Vias: 547
  – Initial drt markers: 0

Status
  – Failing checks: setup timing
  – Outcome: finished with violations

Global route
  – Number of global-route vias before repair: 579
  – First-pass GRT wire length: 2.80 mm
  – Initial antenna violation count: 0
  – GRT Total Usage: 0.0520
  – GRT overflow: 0
  – Largest net degree at the start of global routing: 9

Flow run
  – Log Warnings: 35
  – Max-capacitance violation count: 0

Clock tree
  – Post-CTS Hold Buffers: 0

Hold path
  – Hold Path Class: input pin to primary output
-- area by class of cell --
| class | instances | area share |
|---|---|---|
| repair buffers | 58 | 0.595 |
| multi-input cells | 38 | 0.328 |
| well taps | 46 | 0.0647 |
| inverters | 3 | 0.0127 |
-- critical path: stages --
cell     delay [ps]
buf_8           100
xnor2_4         160
xnor2_2         130
and2b_2         220
buf_2           110
-- through the flow --
step	hold WS, ps	cells	worst slack [ps]
5_1_grt	800	145	-41.8
6_report	782	145	-4.82
2_1_floorplan	493	44	191
3_5_place_dp	1430	135	-825
3_3_place_gp	1430	135	-811
4_1_cts	833	143	-87.9
-- final timing paths --
| kind | startpoint | to | slack, ps | depth (start not counted) |
|---|---|---|---|---|
| worst max-delay path | PCSrcM | StallF | -5 | 5 |
| worst min-delay path | PCSrcW | FlushD | 780 | 3 |
-- power breakdown --
| group | internal [W] | switching, W | total [W] |
|---|---|---|---|
| Sequential | 0 | 0 | 0 |
| Combinational | 0.000188 | 0.0000981 | 0.000286 |
| Clock | 0 | 0 | 0 |
-- cells in the mapped netlist --
master   instances  share of area
nand2_1         13           0.20
a21oi_1          5           0.10
nand3_1          5           0.10
a22oi_1          3          0.092
and2b_2          1          0.036
a22oi_2          1          0.051
nor2_1           1          0.015
xnor2_1          2          0.071
buf_2            3          0.061
and4_1           3           0.11
o31a_1           1          0.036
a21o_1           1          0.031
nand4_1          2          0.051
inv_1            3          0.046
-- metal layers --
metal	GRT usage	vias to the layer above	routed length (um)
li1	-	272	-
met1	0.0594	244	746
met2	0.0859	31	752
met3	0.0318	0	275
met4	0	0	0
met5	0	-	0
-- repair_timing --
action	CTS	global route
gates resized	131	21
pin swaps	23	12
setup endpoints to repair	18	14
buffers inserted	9	3
hold endpoints to repair	0	0
-- logic make-up after synthesis --
logic type      after synthesis  share of synthesized area
simple gates                 25                      0.510
buf+inv                       6                      0.107
xor+xnor                      2                     0.0714
compound gates               11                      0.311
Power is estimated from default activity; no workload was simulated.
